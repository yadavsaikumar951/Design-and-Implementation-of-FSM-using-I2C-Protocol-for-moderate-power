[./run.sh]
#!/bin/bash
# OpenROAD 26Q1-2900-gdf79404cd8, Yosys 0.63+post, stock flow scripts
make -C /OpenROAD-flow-scripts/flow DESIGN_CONFIG=/design/flow/config.mk WORK_HOME=/design/flow/orfs finish
[./config.mk]
export PLATFORM = sky130hd
export DESIGN_NAME = pro
export DESIGN_NICKNAME = pro
export VERILOG_FILES = /design/flow/design.v
export SDC_FILE = /design/flow/constraint.sdc
export NUM_CORES = 4
export LEC_CHECK = 1
export CORE_AREA = 10 10 82 82
export DIE_AREA = 0 0 92 92
[./constraint.sdc]
current_design pro

set clk_period 1.4
set clk_io_pct 0.2

create_clock -name clk0 -period $clk_period [get_ports {clk}]

set non_clock_inputs [all_inputs -no_clocks]
set_input_delay [expr $clk_period * $clk_io_pct] -clock clk0 $non_clock_inputs
set_output_delay [expr $clk_period * $clk_io_pct] -clock clk0 [all_outputs]
[./design.v]
module pro(
    input clk,  
    input rst_n,  
    input start_tx,  
    input [7:0] data_in,  
    input ack_in,  
    output reg scl,  
    output reg sda,  
    output reg done,  
    output reg busy  
);
    parameter IDLE = 3'b000;
    parameter START = 3'b001;
    parameter ADDRESS = 3'b010;
    parameter DATA = 3'b011;
    parameter WAIT_ACK = 3'b100;
    parameter STOP = 3'b101;
    reg [2:0] current_state, next_state;
    reg [3:0] bit_count;  
    reg [7:0] data_reg;  
    always @ (posedge clk or negedge rst_n) begin
        if (~rst_n)
            current_state <= IDLE;
        else
            current_state <= next_state;
    end
    always @ (*) begin
        case (current_state)
            IDLE: begin
                scl = 1;
                sda = 1;
                done = 0;
                busy = 0;
                if (start_tx) begin
                    next_state = START;
                end else begin
                    next_state = IDLE;
                end
            end
            START: begin
                scl = 1;
                sda = 0;  
                done = 0;
                busy = 1;
                next_state = ADDRESS;
            end
            ADDRESS: begin
                scl = ~scl;  
                sda = data_reg[7];  
                done = 0;
                busy = 1;
                if (bit_count == 7) begin
                    next_state = WAIT_ACK;  
                end else begin
                    next_state = ADDRESS;
                end
            end
            WAIT_ACK: begin
                scl = 1;  
                done = 0;
                busy = 1;
                if (ack_in == 0) begin
                    next_state = DATA;
                end else begin
                    next_state = STOP;
                end
            end
            DATA: begin
                scl = ~scl;  
                sda = data_reg[7];  
                done = 0;
                busy = 1;
                if (bit_count == 7) begin
                    next_state = STOP;  
                end else begin
                    next_state = DATA;
                end
            end
            STOP: begin
                scl = 1;
                sda = 1;  
                done = 1;  
                busy = 0;
                next_state = IDLE;
            end
            default: begin
                next_state = IDLE;
            end
        endcase
    end
    always @ (posedge clk or negedge rst_n) begin
        if (~rst_n)
            bit_count <= 4'b0000;
        else if (current_state == ADDRESS || current_state == DATA) begin
            if (scl == 1) begin
                bit_count <= bit_count + 1;
            end
        end else begin
            bit_count <= 4'b0000;
        end
    end
    always @ (posedge clk or negedge rst_n) begin
        if (~rst_n)
            data_reg <= 8'b0;
        else if (current_state == START)
            data_reg <= {data_in[7:1], 1'b0};  
    end
endmodule
==> notes.md <==
impl run done, here's what came out: gr ovfl total 0, Ports 16, Critical-path top delay cell dfrtp_1, Async S/R FF share, synth 0.733, Pleak 0.344 nW, Worst Setup End Kind flip-flop, hold slack final 383 ps, diode count 0, DP HPWL 802 um, Worst-path clk slew 50 ps, Final Hold Violation Tally 0, final non-filler cell total 130, row cnt 26, synthesized area 569 um2, Die H 92 um, cells after synthesis 50, Synth area leader dfrtp_1, later-pin clock latency in the skew report 230 ps, Slew @ Worst Pin 494 ps, endpoints left unconstrained 8, share of post-route cells with drive strength above 1 0.150, setup bufs post-CTS 0, die area 8460 um2, Total Routing Usage GR 0.0280, Total Wirelength 1.07 mm, Init Core Util 0.112, Detailed Route Iter0 Violations 12, chip width 92 um, Layout Skew 0.409 ps, Sw Ratio 0.282, Resized cells post-CTS 0, pwr/cell area 1490 nW/um2, IO buf count 8, Vias 368, biggest area cells dfrtp_1 44%, dlxtn_1 11%, dfstp_2 4.6%, mux2i_1 3.5%, o21ai_0 3.5%, Max H-tree Level 1, DRC violations left 0, RSZ-0062 raised after global routing false, clock share of power 0.270, number of global-route vias before repair 389, R2R setup slack 300 ps, Final Instance Area 767 um2, Final GP Congestion 0.742, total power 1.15 mW, placed instance area 722 um2, Tcrit/Tclk final 0.788, YS warnings 3, worst endpoint data arrival time 1230 ps, top flop regs current_state x6, bit_count x4, # Cells Yosys 50, register pins left without a clock 4, Top FF cell, synth dfrtp_1, CTS Buffer Depth 2, Yosys Chip Area 569 um2, first-pass iteration count of the detailed router 2, Setup TNS Final 0 ps, average size of a mapped cell 11.4 um2, final tally of max-slew violations 0, first-pass GRT wire length 1.96 mm, largest net degree at the start of global routing 12, worst path cell trace ha_1, nand3b_1, a21o_2, min cycle time layout 1100 ps, CTS Root Cell clkbuf_8, CP Launch Type flip-flop, Placed Instances 126, Final Util 0.151, Largest Register current_state, critical path class reg2reg, antenna viol nets, final 0, Internal 823 uW, Flop pwr share 0.480, critical-path maximum fanout 4, Unique cell types 26, Sw Pwr 323 uW, Final Worst Setup Slack 297 ps, via density per instance 2.83, CTS Buf Count 3, outcome finished clean, peak supply drop 0.323 mV, Reg2Reg Depth 3, max FFs per register 6, Post-Place Worst Slack 275 ps, max frequency 906 MHz, initial antenna violation count 0, Post-synth EDFFs 0, FF-to-FF End current_state[2], CTS tree built, worst min path class in2async, core footprint 5070 um2, Wirelength per Cell 8.25 um, Area Growth Syn to Fin 34.7%, most frequent cell after synthesis dfrtp_1, Worst Path Required 1520 ps, headroom to the max-slew limit 0.669, hold_buf cts 0, synthesized flop and latch total 15, # setup viols final 0, Worst path max stage delay 380 ps, Crit Reg-Reg Startpoint bit_count[0], Gate power share 0.251, Top cell area share 0.440, OpenROAD warnings 32, commonest cells in the netlist 10 x dfrtp_1, 4 x dlxtn_1, 4 x inv_1, 4 x nor2_1, 4 x o21ai_0, max-cap violations 0
cell usage in the layout (no fill, tap or decap):
cell / count
xnor2_1: 1
nand4_1: 1
or3_1: 1
nand2_1: 2
mux2i_1: 2
a21o_1: 1
inv_1: 4
dfstp_2: 1
nand3b_1: 2
clkbuf_8: 3
a22o_1: 1
o21ai_0: 4
and2_1: 1
clkbuf_1: 1
a21oi_1: 1
a21o_2: 1
ha_1: 1
clkdlybuf4s50_1: 8
nor3_1: 1
dlxtn_1: 4
nor3_2: 1
o21bai_1: 1
a21bo_2: 1
mux2_2: 1
nor2_1: 4
or4_4: 1
dfrtp_1: 10
power groups by stage:
stage | combinational, mW | sequential (mW) | clock, mW
finish | 0.287 | 0.549 | 0.309
global route | 0.331 | 0.567 | 0.337
CTS | 0.293 | 0.548 | 0.320
layout make-up:
type                    count  area (um2)
clock buffers               4        45.0
repair buffers              8        80.1
multi-input cells          29         203
inverters                   4        15.0
well taps                  70        87.6
fillers                   574        4310
flip-flops and latches     15         337
routing by layer:
| layer | vias to the layer above | part of all wire | GRT usage |
|---|---|---|---|
| met5 | - | 0 | 0 |
| met4 | 0 | 0.0093 | 0.00643 |
| met3 | 2 | 0.093 | 0.0181 |
| met2 | 9 | 0.42 | 0.0388 |
| met1 | 168 | 0.48 | 0.0357 |
| li1 | 189 | - | - |
critical path: cells and delay by family, from the launching register on:
family | cells | cell delay (ps)
compound gates | 1 | 240
fa+ha+maj | 1 | 210
simple gates | 1 | 160
flops | 1 | 380
worst max-delay path by stage:
stage,startpoint,endpoint,slack [ps],cells past startpoint
CTS,bit_count[0],current_state[2],290,3
global route,bit_count[0],current_state[2],210,3
finish,bit_count[0],current_state[2],300,3
cell families after synthesis:
group | after synthesis | synth area share
xor+xnor | 1 | 0.0154
compound gates | 10 | 0.119
mux | 3 | 0.0549
buf+inv | 6 | 0.0527
latches | 4 | 0.105
flops | 11 | 0.486
simple gates | 14 | 0.145
fa+ha+maj | 1 | 0.0220
Power figures rest on the tool's default switching activity, not on a simulated workload.
